## /design/flow/design.v

```verilog
module mant_align(
    input   wire    [3:0]   s_E,s_F,
    input   wire    [19:0]  exp_E,
    input   wire    [19:0]  exp_F,
    input   wire    [55:0]  mant_E,
    input   wire    [55:0]  mant_F,
    input   wire    [19:0]  ctl,
    input   wire    [3:0]   swap,
    input   wire    [1:0]   in_pre,
    output  reg    [67:0]  mant_pl_r,
    output  reg    [19:0]  exp,
    output  reg    [3:0]   s
);
reg [127:0] mant_big,mant_small,mant_small_al;
reg [67:0] mant_big_sign,mant_small_sign;
reg    [67:0]  mant_pl_sign,mant_pl;
wire [3:0] lzc1,lzc2,lzc3,lzc4;
wire v1,v2,v3,v4;
LZC_8bit U0({1'b0,mant_pl[16:10]},lzc1,v1);
LZC_8bit U1({1'b0,mant_pl[33:27]},lzc2,v2);
LZC_8bit U2({1'b0,mant_pl[50:44]},lzc3,v3);
LZC_8bit U3({1'b0,mant_pl[67:61]},lzc4,v4);
always@(*) begin
    case(in_pre)
        2'b00:begin 
            mant_big[31:0] = swap[0] ? {mant_F[13:0],18'b0} : {mant_E[13:0],18'b0};
            mant_big[63:32] = swap[1] ? {mant_F[27:14],18'b0} : {mant_E[27:14],18'b0};
            mant_big[95:64] = swap[2] ? {mant_F[41:28],18'b0} : {mant_E[41:28],18'b0};
            mant_big[127:96] = swap[3] ? {mant_F[55:42],18'b0} : {mant_E[55:42],18'b0};
            mant_small[31:0] = swap[0] ? {16'b0,mant_E[13:0],2'b0} : {16'b0,mant_F[13:0],2'b0};
            mant_small[63:32] = swap[1] ? {16'b0,mant_E[27:14],2'b0} : {16'b0,mant_F[27:14],2'b0};
            mant_small[95:64] = swap[2] ? {16'b0,mant_E[41:28],2'b0} : {16'b0,mant_F[41:28],2'b0};
            mant_small[127:96] = swap[3] ? {16'b0,mant_E[55:42],2'b0} : {16'b0,mant_F[55:42],2'b0};
            mant_small_al[31:0]  = mant_small[31:0] << ctl[4:0];
            mant_small_al[63:32] = mant_small[63:32] << ctl[9:5];
            mant_small_al[95:64] = mant_small[95:64] << ctl[14:10];
            mant_small_al[127:96]= mant_small[127:96]<< ctl[19:15];
            if(swap[0]) begin
                mant_big_sign[16:0] = s_F[0] ? (-{2'b0,mant_big[31:17]}):({2'b0,mant_big[31:17]});
                mant_small_sign[16:0] = s_E[0] ? (-{2'b0,mant_small_al[31:17]}):({2'b0,mant_small_al[31:17]});
            end
            else begin
                mant_big_sign[16:0] = s_E[0] ? (-{2'b0,mant_big[31:17]}):({2'b0,mant_big[31:17]});
                mant_small_sign[16:0] = s_F[0] ? (-{2'b0,mant_small_al[31:17]}):({2'b0,mant_small_al[31:17]});
            end
            if(swap[1]) begin
                mant_big_sign[33:17] = s_F[1] ? (-{2'b0,mant_big[63:49]}):({2'b0,mant_big[63:49]});
                mant_small_sign[33:17] = s_E[1] ? (-{2'b0,mant_small_al[63:49]}):({2'b0,mant_small_al[63:49]});
            end
            else begin
                mant_big_sign[33:17] = s_E[1] ? (-{2'b0,mant_big[63:49]}):({2'b0,mant_big[63:49]});
                mant_small_sign[33:17] = s_F[1] ? (-{2'b0,mant_small_al[63:49]}):({2'b0,mant_small_al[63:49]});
            end
            if(swap[2]) begin
                mant_big_sign[50:34] = s_F[2] ? (-{2'b0,mant_big[95:81]}):({2'b0,mant_big[95:81]});
                mant_small_sign[50:34] = s_E[2] ? (-{2'b0,mant_small_al[95:81]}):({2'b0,mant_small_al[95:81]});
            end
            else begin
                mant_big_sign[50:34] = s_E[2] ? (-{2'b0,mant_big[95:81]}):({2'b0,mant_big[95:81]});
                mant_small_sign[50:34] = s_F[2] ? (-{2'b0,mant_small_al[95:81]}):({2'b0,mant_small_al[95:81]});
            end
            if(swap[3]) begin
                mant_big_sign[67:51] = s_F[3] ? (-{2'b0,mant_big[127:113]}):({2'b0,mant_big[127:113]});
                mant_small_sign[67:51] = s_E[3] ? (-{2'b0,mant_small_al[127:113]}):({2'b0,mant_small_al[127:113]});
            end
            else begin
                mant_big_sign[67:51] = s_E[3] ? (-{2'b0,mant_big[31:17]}):({2'b0,mant_big[31:17]});
                mant_small_sign[67:51] = s_F[3] ? (-{2'b0,mant_small_al[127:113]}):({2'b0,mant_small_al[127:113]});
            end
            mant_pl_sign[16:0] = mant_big_sign[16:0] + mant_small_sign[16:0];
            mant_pl_sign[33:17] = mant_big_sign[33:17] + mant_small_sign[33:17];
            mant_pl_sign[50:34] = mant_big_sign[50:34] + mant_small_sign[50:34];
            mant_pl_sign[67:51] = mant_big_sign[67:51] + mant_small_sign[67:51];
            s[0]=mant_pl_sign[16];
            s[1]=mant_pl_sign[33];
            s[2]=mant_pl_sign[50];
            s[3]=mant_pl_sign[67];
            mant_pl[16:0]  = s[0] ? ({-mant_pl_sign[15:0],1'b0}): {mant_pl_sign[15:0],1'b0};
            mant_pl[33:17] = s[1] ? ({-mant_pl_sign[32:17],1'b0}):{mant_pl_sign[32:17],1'b0};
            mant_pl[50:34] = s[2] ? ({-mant_pl_sign[49:34],1'b0}):{mant_pl_sign[49:34],1'b0};
            mant_pl[67:51] = s[3] ? ({-mant_pl_sign[66:51],1'b0}):{mant_pl_sign[66:51],1'b0};
            mant_pl_r[16:0]  = mant_pl[16:0]  << (lzc1);
            mant_pl_r[33:17] = mant_pl[33:17] << (lzc2);
            mant_pl_r[50:34] = mant_pl[50:34] << (lzc3);
            mant_pl_r[67:51] = mant_pl[67:51] << (lzc4);
            exp[4:0] = swap[0] ? (exp_F[4:0] + 3 - lzc1) : (exp_E[4:0]  + 3 - lzc1);
            exp[9:5] = swap[1] ? (exp_F[9:5] + 3 - lzc2) : (exp_E[9:5]  + 3 - lzc2);
            exp[14:10] = swap[2] ? (exp_F[14:10] + 3 - lzc3) : (exp_E[14:10] + 3- lzc3);
            exp[19:15] = swap[3] ? (exp_F[19:15] + 3 - lzc4) : (exp_E[19:15] + 3 - lzc4);
        end
        2'b01:begin
            mant_big[63:0] = swap[1] ? {4'b0,mant_F[27:0],32'b0} : {4'b0,mant_E[27:0],32'b0};
            mant_big[127:64] = swap[3] ? {4'b0,mant_F[55:42],32'b0} : {4'b0,mant_E[55:42],18'b0};
            mant_small[63:0] = swap[1] ? {34'b0,mant_E[27:0],2'b0} : {34'b0,mant_F[27:0],2'b0};
            mant_small[127:64] = swap[3] ? {34'b0,mant_E[55:28],2'b0} : {34'b0,mant_F[55:28],2'b0};
            mant_small_al[63:0] = mant_small[63:0] << ctl[9:0];
            mant_small_al[127:64] = mant_small[127:64] << ctl[19:10];
            mant_pl[33:0] = mant_big[59:30] + mant_small_al[59:30];
            mant_pl[67:34] = mant_big[123:94] + mant_small_al[123:94];
            exp[9:0] = swap[1] ? (exp_F[9:0] + mant_pl[33] + 1) : (exp_E[9:0] + mant_pl[33] + 1);
            exp[19:10] = swap[3] ? (exp_F[19:10] + mant_pl[67] + 1) : (exp_E[19:10] + mant_pl[67] + 1);
        end
        2'b10:begin
            mant_big[127:0] = swap[3] ? {12'b0,mant_F[55:0],60'b0} : {12'b0,mant_E[55:0],60'b0};
            mant_small[127:0] = swap[3] ? {70'b0,mant_E[55:0],2'b0} : {12'b0,mant_F[55:0],60'b0};
            mant_small_al[127:0] = mant_small[127:0] << ctl[19:0];
            mant_pl = mant_big[115:59] + mant_small_al[115:59];
            exp[19:0] = swap[3] ? (exp_F[19:0] + mant_pl[67] + 1) : (exp_E[19:0] + mant_pl[67] + 1);
        end
        default:begin
            mant_big[31:0] = swap[0] ? {mant_F[13:0],18'b0} : {mant_E[13:0],18'b0};
            mant_big[63:32] = swap[1] ? {mant_F[27:14],18'b0} : {mant_E[27:14],18'b0};
            mant_big[95:64] = swap[2] ? {mant_F[41:28],18'b0} : {mant_E[41:28],18'b0};
            mant_big[127:96] = swap[3] ? {mant_F[55:42],18'b0} : {mant_E[55:42],18'b0};
            mant_small[31:0] = swap[0] ? {16'b0,mant_E[13:0],2'b0} : {16'b0,mant_F[13:0],2'b0};
            mant_small[63:32] = swap[1] ? {16'b0,mant_E[27:14],2'b0} : {16'b0,mant_F[27:14],2'b0};
            mant_small[95:64] = swap[2] ? {16'b0,mant_E[41:28],2'b0} : {16'b0,mant_F[41:28],2'b0};
            mant_small[127:96] = swap[3] ? {16'b0,mant_E[55:42],2'b0} : {16'b0,mant_F[55:42],2'b0};
            mant_small_al[31:0]  = mant_small[31:0] << ctl[4:0];
            mant_small_al[63:32] = mant_small[63:32] << ctl[9:5];
            mant_small_al[95:64] = mant_small[95:64] << ctl[14:10];
            mant_small_al[127:96]= mant_small[127:96]<< ctl[19:15];
            if(swap[0]) begin
                mant_big_sign[16:0] = s_F[0] ? (-{2'b0,mant_big[31:17]}):({2'b0,mant_big[31:17]});
                mant_small_sign[16:0] = s_E[0] ? (-{2'b0,mant_small_al[31:17]}):({2'b0,mant_small_al[31:17]});
            end
            else begin
                mant_big_sign[16:0] = s_E[0] ? (-{2'b0,mant_big[31:17]}):({2'b0,mant_big[31:17]});
                mant_small_sign[16:0] = s_F[0] ? (-{2'b0,mant_small_al[31:17]}):({2'b0,mant_small_al[31:17]});
            end
            if(swap[1]) begin
                mant_big_sign[33:17] = s_F[1] ? (-{2'b0,mant_big[63:49]}):({2'b0,mant_big[63:49]});
                mant_small_sign[33:17] = s_E[1] ? (-{2'b0,mant_small_al[63:49]}):({2'b0,mant_small_al[63:49]});
            end
            else begin
                mant_big_sign[33:17] = s_E[1] ? (-{2'b0,mant_big[63:49]}):({2'b0,mant_big[63:49]});
                mant_small_sign[33:17] = s_F[1] ? (-{2'b0,mant_small_al[63:49]}):({2'b0,mant_small_al[63:49]});
            end
            if(swap[2]) begin
                mant_big_sign[50:34] = s_F[2] ? (-{2'b0,mant_big[95:81]}):({2'b0,mant_big[95:81]});
                mant_small_sign[50:34] = s_E[2] ? (-{2'b0,mant_small_al[95:81]}):({2'b0,mant_small_al[95:81]});
            end
            else begin
                mant_big_sign[50:34] = s_E[2] ? (-{2'b0,mant_big[95:81]}):({2'b0,mant_big[95:81]});
                mant_small_sign[50:34] = s_F[2] ? (-{2'b0,mant_small_al[95:81]}):({2'b0,mant_small_al[95:81]});
            end
            if(swap[3]) begin
                mant_big_sign[67:51] = s_F[3] ? (-{2'b0,mant_big[127:113]}):({2'b0,mant_big[127:113]});
                mant_small_sign[67:51] = s_E[3] ? (-{2'b0,mant_small_al[127:113]}):({2'b0,mant_small_al[127:113]});
            end
            else begin
                mant_big_sign[67:51] = s_E[3] ? (-{2'b0,mant_big[31:17]}):({2'b0,mant_big[31:17]});
                mant_small_sign[67:51] = s_F[3] ? (-{2'b0,mant_small_al[127:113]}):({2'b0,mant_small_al[127:113]});
            end
            mant_pl_sign[16:0] = mant_big_sign[16:0] + mant_small_sign[16:0];
            mant_pl_sign[33:17] = mant_big_sign[33:17] + mant_small_sign[33:17];
            mant_pl_sign[50:34] = mant_big_sign[50:34] + mant_small_sign[50:34];
            mant_pl_sign[67:51] = mant_big_sign[67:51] + mant_small_sign[67:51];
            s[0]=mant_pl_sign[16];
            s[1]=mant_pl_sign[33];
            s[2]=mant_pl_sign[50];
            s[3]=mant_pl_sign[67];
            mant_pl[16:0]  = s[0] ? ({-mant_pl_sign[15:0],1'b0}): {mant_pl_sign[15:0],1'b0};
            mant_pl[33:17] = s[1] ? ({-mant_pl_sign[32:17],1'b0}):{mant_pl_sign[32:17],1'b0};
            mant_pl[50:34] = s[2] ? ({-mant_pl_sign[49:34],1'b0}):{mant_pl_sign[49:34],1'b0};
            mant_pl[67:51] = s[3] ? ({-mant_pl_sign[66:51],1'b0}):{mant_pl_sign[66:51],1'b0};
            mant_pl_r[16:0]  = mant_pl[16:0]  << (lzc1);
            mant_pl_r[33:17] = mant_pl[33:17] << (lzc2);
            mant_pl_r[50:34] = mant_pl[50:34] << (lzc3);
            mant_pl_r[67:51] = mant_pl[67:51] << (lzc4);
            exp[4:0] = swap[0] ? (exp_F[4:0] + 3 - lzc1) : (exp_E[4:0]  + 3 - lzc1);
            exp[9:5] = swap[1] ? (exp_F[9:5] + 3 - lzc2) : (exp_E[9:5]  + 3 - lzc2);
            exp[14:10] = swap[2] ? (exp_F[14:10] + 3 - lzc3) : (exp_E[14:10] + 3- lzc3);
            exp[19:15] = swap[3] ? (exp_F[19:15] + 3 - lzc4) : (exp_E[19:15] + 3 - lzc4);
        end
    endcase
end
endmodule
module LZC_8bit(
    input [7:0] in,
    output [3:0] out,
    output vector
);
reg [7:0] lzd_cnt1;
reg [4:0] lzd_cnt2 [7:0];
wire [7:0] op;
assign op = in[7] ? (~in) : in;
genvar i ;
generate
    for(i=0;i<=7;i=i+1) begin
        always@(*) begin
            lzd_cnt1[i] = (op[7:7-i]==1'b0) ? 1'b1 : 1'b0;
            lzd_cnt2[i] = (i==0) ? lzd_cnt1[i] : lzd_cnt1[i] + lzd_cnt2[i-1];
        end
    end
endgenerate
assign vector = (lzd_cnt2[7]==5'd8) ? 1'b1 : 1'b0;
assign out = lzd_cnt2[7];
endmodule
```

## /design/flow/run.sh

```bash
#!/bin/bash
# OpenROAD 26Q1-2900-gdf79404cd8, Yosys 0.63+post, stock flow scripts
make -C /OpenROAD-flow-scripts/flow DESIGN_CONFIG=/design/flow/config.mk WORK_HOME=/design/flow/orfs finish
```

## /design/flow/config.mk

```make
export PLATFORM = sky130hd
export DESIGN_NAME = mant_align
export DESIGN_NICKNAME = mant_align
export VERILOG_FILES = /design/flow/design.v
export SDC_FILE = /design/flow/constraint.sdc
export NUM_CORES = 4
export LEC_CHECK = 1
export CORE_UTILIZATION = 50
```

## /design/flow/constraint.sdc

```tcl
current_design mant_align

set clk_period 42.7
set clk_io_pct 0.2

create_clock -name clk0 -period $clk_period

set non_clock_inputs [all_inputs -no_clocks]
set_input_delay [expr $clk_period * $clk_io_pct] -clock clk0 $non_clock_inputs
set_output_delay [expr $clk_period * $clk_io_pct] -clock clk0 [all_outputs]
```

==> impl_metrics.tcl <==
# place-and-route summary
set metrics [dict create \
    outcome "finished, final reports clean" \
    p_per_area_nw_per_um2 65.1 \
    worstSetupStartpointType "input pin" \
    cp-end-kind "primary output" \
    die_h_um 293 \
    period_used_share 0.700 \
    tns_ns 0 \
    synthArstFlopShare 0 \
    synth-main-ff-cell "dlxtp_1" \
    crit_arrival_ns 21.35 \
    core_area_um2 83700 \
    crit_fanout 39 \
    untimed_endpoints 136 \
    grt_max_degree 126 \
    layout_top_cells "nand2_1, nor2_1, a21oi_1" \
    wire_per_inst_um 27.4 \
    ir_worst_vdd_mv 0.113 \
    lay_top_count "nand2_1" \
    slowest_stage "o311ai_0" \
    rows 106 \
    port-buffer-count 274 \
    grt_pass1_vias 45700 \
    vias_per_cell 7.00 \
    cts_setup_buffers 0 \
    required_ns 34.16 \
    drc 0 \
    track_usage 0.449 \
    max_cap_violations 0 \
    pin_count 278 \
    synth.distinct_cells 125 \
    worst-slew-pin-transition_ns 1.16 \
    grt_antenna_before_repair 10 \
    syn_inst 5984 \
    drt_wl_total_mm 192 \
    finalSetupViolations 0 \
    die-area_um2 85800 \
    switching_share 0.546 \
    num_vias 49100 \
    p_switching_mw 1.61 \
    clock.fmax_ghz 0.0335 \
    openroad.warnings 36 \
    p_leak_nw 18.0 \
    ys_cells 5984 \
    top_cells_by_area "mux4_2, mux2i_1, ha_1" \
    hpwl_mm 145 \
    crit_type "input pin to primary output" \
    netlist_area_um2 42300 \
    crit_top_cell "ha_1" \
    cts_hold_buffers 0 \
    layout-drive-gt1-share 0.118 \
    cpPeakStageDelay_ns 0.95 \
    unclocked_regs 68 \
    hold_path_class "input pin to primary output" \
    hold_viol 0 \
    syn_avg_cell_area_um2 7.07 \
    gr-total-overflow 0 \
    chipWidth_um 293 \
    ys_chip_area_um2 42300 \
    hold_depth 6 \
    post-route-util 0.542 \
    yosysWarnings 3 \
    ant_nets 0 \
    dr.first_iter.drc_count 4971 \
    dr.pass1.iters 8 \
    top_area_cell "mux4_2" \
    finalInstanceArea_um2 45300 \
    slew_viol_final 0 \
    ys_ff 68 \
    fp-utilization 0.506 \
    intPower_mw 1.34 \
    synth-edff-count 0 \
    cts_resized 0 \
    top_area_frac 0.105 \
    finalCriticalPeriod_ns 29.89 \
    place_congestion 1.13 \
    rsz0062_at_grt "no" \
    fillers 8168 \
    grt_pass1_wl_mm 288 \
    areaGrowthSynthToFinish_pct 7.15 \
    placedInstanceArea_um2 45300 \
    relSlewSlack 0.220 \
]
-- flip-flops by register name, summed over array words and instances (netlist names) --
signal	count
s	4
mant_pl_r	64
-- layout make-up --
| type | instances | area (µm²) | share of cell area |
|---|---|---|---|
| multi-input combinational | 5184 | 38300 | 0.845 |
| sequential | 68 | 1020 | 0.0225 |
| tap | 1134 | 1420 | 0.0313 |
| antenna | 5 | 12.5 | 0.000276 |
| inverter | 190 | 717 | 0.0158 |
| timing repair buffer | 427 | 3860 | 0.0851 |
-- worst max-delay path: cells and delay by family --
family / cells / cell delay [ns]
compound gates: 12 / 3.35
fa+ha+maj: 8 / 2.91
buf+inv: 8 / 2.72
simple gates: 6 / 1.97
xor+xnor: 3 / 1.02
mux: 2 / 0.76
-- per-stage QoR --
| step | hold WS, ns | setup slack, ns | cells | power (mW) |
|---|---|---|---|---|
| after floorplan | 17.30 | 15.05 | 5987 | 2.06 |
| after global placement | 18.35 | 13.08 | 7003 | 2.90 |
| after detailed placement | 18.37 | 12.98 | 7003 | 2.90 |
| after CTS | 18.37 | 12.98 | 7003 | 2.92 |
| after global routing | 18.45 | 11.95 | 7004 | 3.24 |
| final | 18.36 | 12.81 | 7008 | 2.95 |
-- power by group through the flow --
stage | logic [mW] | clock network [mW] | registers (mW)
after CTS | 2.72 | 0 | 0.195
after global routing | 3.04 | 0.00000000314 | 0.202
-- logic make-up (layout without fill, tap and decap cells) --
kind of cell | after synthesis | after routing | share of synthesized area
compound gates | 1695 | 1695 | 0.275
xor+xnor | 281 | 281 | 0.0589
fa+ha+maj | 259 | 259 | 0.0809
buf+inv | 735 | 617 | 0.0720
latches | 68 | 68 | 0.0241
mux | 752 | 752 | 0.243
other cells | 1 | 9 | 0.0000886
simple gates | 2193 | 2193 | 0.246
-- worst paths after layout --
| kind | startpoint | to |
|---|---|---|
| hold / removal | exp_E[19] | exp[19] |
| setup / recovery | ctl[7] | exp[9] |
-- cells in the mapped netlist (61+ instances only) --
cell,instances
a21oi_1,366
nor3_1,200
xnor2_1,179
ha_1,235
a21o_1,101
inv_1,178
nand2_1,667
mux2_2,199
clkbuf_1,367
nand2b_1,66
a211oi_1,100
o211ai_1,101
mux2i_1,349
nand3_1,172
nor2_1,588
xor2_1,100
o21ai_0,304
a31oi_1,75
buf_1,78
o22ai_1,61
and3_1,65
mux4_2,197
nor2b_1,61
dlxtp_1,68
-- per-layer routing --
metal	vias to the layer above	wire, µm	track usage	share of wire
li1	22300	-	-	-
met1	23000	72200	0.567	0.38
met2	2996	83600	0.680	0.43
met3	756	21900	0.135	0.11
met4	10	14500	0.267	0.075
met5	-	71	0	0.00037
Power and IR drop assume default switching activity.

$ cat design/flow/config.mk
export PLATFORM = sky130hd
export DESIGN_NAME = MatissaWallaceTree28x28
export DESIGN_NICKNAME = MatissaWallaceTree28x28
export VERILOG_FILES = /design/flow/design.v
export SDC_FILE = /design/flow/constraint.sdc
export NUM_CORES = 4
export LEC_CHECK = 1
export CORE_UTILIZATION = 30
export SYNTH_MEMORY_MAX_BITS = 65536
$ cat design/flow/constraint.sdc
current_design MatissaWallaceTree28x28

set clk_period 18.7
set clk_io_pct 0.2

create_clock -name clk0 -period $clk_period

set non_clock_inputs [all_inputs -no_clocks]
set_input_delay [expr $clk_period * $clk_io_pct] -clock clk0 $non_clock_inputs
set_output_delay [expr $clk_period * $clk_io_pct] -clock clk0 [all_outputs]
$ cat design/flow/design.v
module PG(input wire A,B,
          output wire P,G);
    assign P = A^B;
    assign G = A&B;
endmodule
module Compressor32(input wire  x1,x2,x3,
                    output reg  s,c);
    always @(*) begin
        case({x1,x2,x3})
            3'b000:  {c,s} = 2'b00;
            3'b001:  {c,s} = 2'b01;
            3'b010:  {c,s} = 2'b01;
            3'b011:  {c,s} = 2'b10;
            3'b100:  {c,s} = 2'b01;
            3'b101:  {c,s} = 2'b10;
            3'b110:  {c,s} = 2'b10;
            3'b111:  {c,s} = 2'b11;
            default: {c,s} = 2'b00;
        endcase
    end
endmodule
module Compressor53(input wire  x1,x2,x3,x4,x5,
                    output reg  c2,c1,s);
    always @(*) begin
        case({x1,x2,x3,x4,x5})
            5'b00000: {c2,c1,s} = 3'b000;
            5'b00001: {c2,c1,s} = 3'b001;
            5'b00010: {c2,c1,s} = 3'b001;
            5'b00011: {c2,c1,s} = 3'b010;
            5'b00100: {c2,c1,s} = 3'b001;
            5'b00101: {c2,c1,s} = 3'b010;
            5'b00110: {c2,c1,s} = 3'b010;
            5'b00111: {c2,c1,s} = 3'b011;
            5'b01000: {c2,c1,s} = 3'b001;
            5'b01001: {c2,c1,s} = 3'b010;
            5'b01010: {c2,c1,s} = 3'b010;
            5'b01011: {c2,c1,s} = 3'b011;
            5'b01100: {c2,c1,s} = 3'b010;
            5'b01101: {c2,c1,s} = 3'b011;
            5'b01110: {c2,c1,s} = 3'b011;
            5'b01111: {c2,c1,s} = 3'b100;
            5'b10000: {c2,c1,s} = 3'b001;
            5'b10001: {c2,c1,s} = 3'b010;
            5'b10010: {c2,c1,s} = 3'b010;
            5'b10011: {c2,c1,s} = 3'b011;
            5'b10100: {c2,c1,s} = 3'b010;
            5'b10101: {c2,c1,s} = 3'b011;
            5'b10110: {c2,c1,s} = 3'b011;
            5'b10111: {c2,c1,s} = 3'b100;
            5'b11000: {c2,c1,s} = 3'b010;
            5'b11001: {c2,c1,s} = 3'b011;
            5'b11010: {c2,c1,s} = 3'b011;
            5'b11011: {c2,c1,s} = 3'b100;
            5'b11100: {c2,c1,s} = 3'b011;
            5'b11101: {c2,c1,s} = 3'b100;
            5'b11110: {c2,c1,s} = 3'b100;
            5'b11111: {c2,c1,s} = 3'b101;
            default:  {c2,c1,s} = 3'b000;
        endcase
    end
endmodule
module Compressor73(input wire  x1,x2,x3,x4,x5,x6,x7,
                    output reg  s,c1,c2);
    always @(*) begin
        case({x1,x2,x3,x4,x5,x6,x7})
            7'b0000000: {c2,c1,s} = 3'b000;
            7'b0000001: {c2,c1,s} = 3'b001;
            7'b0000010: {c2,c1,s} = 3'b001;
            7'b0000011: {c2,c1,s} = 3'b010;
            7'b0000100: {c2,c1,s} = 3'b001;
            7'b0000101: {c2,c1,s} = 3'b010;
            7'b0000110: {c2,c1,s} = 3'b010;
            7'b0000111: {c2,c1,s} = 3'b011;
            7'b0001000: {c2,c1,s} = 3'b001;
            7'b0001001: {c2,c1,s} = 3'b010;
            7'b0001010: {c2,c1,s} = 3'b010;
            7'b0001011: {c2,c1,s} = 3'b011;
            7'b0001100: {c2,c1,s} = 3'b010;
            7'b0001101: {c2,c1,s} = 3'b011;
            7'b0001110: {c2,c1,s} = 3'b011;
            7'b0001111: {c2,c1,s} = 3'b100;
            7'b0010000: {c2,c1,s} = 3'b001;
            7'b0010001: {c2,c1,s} = 3'b010;
            7'b0010010: {c2,c1,s} = 3'b010;
            7'b0010011: {c2,c1,s} = 3'b011;
            7'b0010100: {c2,c1,s} = 3'b010;
            7'b0010101: {c2,c1,s} = 3'b011;
            7'b0010110: {c2,c1,s} = 3'b011;
            7'b0010111: {c2,c1,s} = 3'b100;
            7'b0011000: {c2,c1,s} = 3'b010;
            7'b0011001: {c2,c1,s} = 3'b011;
            7'b0011010: {c2,c1,s} = 3'b011;
            7'b0011011: {c2,c1,s} = 3'b100;
            7'b0011100: {c2,c1,s} = 3'b011;
            7'b0011101: {c2,c1,s} = 3'b100;
            7'b0011110: {c2,c1,s} = 3'b100;
            7'b0011111: {c2,c1,s} = 3'b101;
            7'b0100000: {c2,c1,s} = 3'b001;
            7'b0100001: {c2,c1,s} = 3'b010;
            7'b0100010: {c2,c1,s} = 3'b010;
            7'b0100011: {c2,c1,s} = 3'b011;
            7'b0100100: {c2,c1,s} = 3'b010;
            7'b0100101: {c2,c1,s} = 3'b011;
            7'b0100110: {c2,c1,s} = 3'b011;
            7'b0100111: {c2,c1,s} = 3'b100;
            7'b0101000: {c2,c1,s} = 3'b010;
            7'b0101001: {c2,c1,s} = 3'b011;
            7'b0101010: {c2,c1,s} = 3'b011;
            7'b0101011: {c2,c1,s} = 3'b100;
            7'b0101100: {c2,c1,s} = 3'b011;
            7'b0101101: {c2,c1,s} = 3'b100;
            7'b0101110: {c2,c1,s} = 3'b100;
            7'b0101111: {c2,c1,s} = 3'b101;
            7'b0110000: {c2,c1,s} = 3'b010;
            7'b0110001: {c2,c1,s} = 3'b011;
            7'b0110010: {c2,c1,s} = 3'b011;
            7'b0110011: {c2,c1,s} = 3'b100;
            7'b0110100: {c2,c1,s} = 3'b011;
            7'b0110101: {c2,c1,s} = 3'b100;
            7'b0110110: {c2,c1,s} = 3'b100;
            7'b0110111: {c2,c1,s} = 3'b101;
            7'b0111000: {c2,c1,s} = 3'b011;
            7'b0111001: {c2,c1,s} = 3'b100;
            7'b0111010: {c2,c1,s} = 3'b100;
            7'b0111011: {c2,c1,s} = 3'b101;
            7'b0111100: {c2,c1,s} = 3'b100;
            7'b0111101: {c2,c1,s} = 3'b101;
            7'b0111110: {c2,c1,s} = 3'b101;
            7'b0111111: {c2,c1,s} = 3'b110;
            7'b1000000: {c2,c1,s} = 3'b001;
            7'b1000001: {c2,c1,s} = 3'b010;
            7'b1000010: {c2,c1,s} = 3'b010;
            7'b1000011: {c2,c1,s} = 3'b011;
            7'b1000100: {c2,c1,s} = 3'b010;
            7'b1000101: {c2,c1,s} = 3'b011;
            7'b1000110: {c2,c1,s} = 3'b011;
            7'b1000111: {c2,c1,s} = 3'b100;
            7'b1001000: {c2,c1,s} = 3'b010;
            7'b1001001: {c2,c1,s} = 3'b011;
            7'b1001010: {c2,c1,s} = 3'b011;
            7'b1001011: {c2,c1,s} = 3'b100;
            7'b1001100: {c2,c1,s} = 3'b011;
            7'b1001101: {c2,c1,s} = 3'b100;
            7'b1001110: {c2,c1,s} = 3'b100;
            7'b1001111: {c2,c1,s} = 3'b101;
            7'b1010000: {c2,c1,s} = 3'b010;
            7'b1010001: {c2,c1,s} = 3'b011;
            7'b1010010: {c2,c1,s} = 3'b011;
            7'b1010011: {c2,c1,s} = 3'b100;
            7'b1010100: {c2,c1,s} = 3'b011;
            7'b1010101: {c2,c1,s} = 3'b100;
            7'b1010110: {c2,c1,s} = 3'b100;
            7'b1010111: {c2,c1,s} = 3'b101;
            7'b1011000: {c2,c1,s} = 3'b011;
            7'b1011001: {c2,c1,s} = 3'b100;
            7'b1011010: {c2,c1,s} = 3'b100;
            7'b1011011: {c2,c1,s} = 3'b101;
            7'b1011100: {c2,c1,s} = 3'b100;
            7'b1011101: {c2,c1,s} = 3'b101;
            7'b1011110: {c2,c1,s} = 3'b101;
            7'b1011111: {c2,c1,s} = 3'b110;
            7'b1100000: {c2,c1,s} = 3'b010;
            7'b1100001: {c2,c1,s} = 3'b011;
            7'b1100010: {c2,c1,s} = 3'b011;
            7'b1100011: {c2,c1,s} = 3'b100;
            7'b1100100: {c2,c1,s} = 3'b011;
            7'b1100101: {c2,c1,s} = 3'b100;
            7'b1100110: {c2,c1,s} = 3'b100;
            7'b1100111: {c2,c1,s} = 3'b101;
            7'b1101000: {c2,c1,s} = 3'b011;
            7'b1101001: {c2,c1,s} = 3'b100;
            7'b1101010: {c2,c1,s} = 3'b100;
            7'b1101011: {c2,c1,s} = 3'b101;
            7'b1101100: {c2,c1,s} = 3'b100;
            7'b1101101: {c2,c1,s} = 3'b101;
            7'b1101110: {c2,c1,s} = 3'b101;
            7'b1101111: {c2,c1,s} = 3'b110;
            7'b1110000: {c2,c1,s} = 3'b011;
            7'b1110001: {c2,c1,s} = 3'b100;
            7'b1110010: {c2,c1,s} = 3'b100;
            7'b1110011: {c2,c1,s} = 3'b101;
            7'b1110100: {c2,c1,s} = 3'b100;
            7'b1110101: {c2,c1,s} = 3'b101;
            7'b1110110: {c2,c1,s} = 3'b101;
            7'b1110111: {c2,c1,s} = 3'b110;
            7'b1111000: {c2,c1,s} = 3'b100;
            7'b1111001: {c2,c1,s} = 3'b101;
            7'b1111010: {c2,c1,s} = 3'b101;
            7'b1111011: {c2,c1,s} = 3'b110;
            7'b1111100: {c2,c1,s} = 3'b101;
            7'b1111101: {c2,c1,s} = 3'b110;
            7'b1111110: {c2,c1,s} = 3'b110;
            7'b1111111: {c2,c1,s} = 3'b111;
            default:    {c2,c1,s} = 3'b000;
        endcase
    end
endmodule
module MatissaAdder48(input wire[55:8]  A,B,
                      input wire        ct,
                      output wire[55:8] out);
    wire[28:0] h0a,h0b,h1a,h1b,PCh0[5:0],PCh1[5:0],Qh0[5:0],Qh1[5:0];
    wire[27:0] hout0,hout1,hout;
    wire[19:0] PCl[5:0],Ql[5:0],lout;
    wire       cl;
    genvar i,j;
    assign h0a = {A[55:28],1'b0};
    assign h0b = {B[55:28],1'b0};
    assign h1a = {A[55:28],1'b1};
    assign h1b = {B[55:28],1'b1};
    generate
        for(i=0;i<29;i=i+1)begin
            PG PG0(
                .A    (h0a[i]),
                .B    (h0b[i]),
                .P    (PCh0[0][i]),
                .G    (Qh0[0][i])
            );
        end
    endgenerate
    generate
        for(i=0;i<29;i=i+1)begin
            PG PG1(
                .A    (h1a[i]),
                .B    (h1b[i]),
                .P    (PCh1[0][i]),
                .G    (Qh1[0][i])
            );
        end
    endgenerate
    assign PCh0[1][28:0] = PCh0[0][28:0];
    generate
        for(i=2;i<=5;i=i+1)begin
            for(j=0;j<2**(i-2);j=j+1)begin
                assign PCh0[i][j] = PCh0[i-1][j];
            end
            for(j=2**(i-2);j<29;j=j+1)begin
                assign PCh0[i][j] = PCh0[i-1][j] & PCh0[i-1][j-(2**(i-2))];
            end
        end
    endgenerate
    generate
        for(i=1;i<=5;i=i+1)begin
            for(j=0;j<2**(i-1);j=j+1)begin
                assign Qh0[i][j] = Qh0[i-1][j];
            end
            for(j=2**(i-1);j<29;j=j+1)begin
                assign Qh0[i][j] = Qh0[i-1][j] | (PCh0[i][j] & Qh0[i-1][j-(2**(i-1))]);
            end
        end
    endgenerate
    assign hout0[27:0] = Qh0[5][27:0] ^ PCh0[0][28:1];
    assign PCh1[1][28:0] = PCh1[0][28:0];
    generate
        for(i=2;i<=5;i=i+1)begin
            for(j=0;j<2**(i-2);j=j+1)begin
                assign PCh1[i][j] = PCh1[i-1][j];
            end
            for(j=2**(i-2);j<29;j=j+1)begin
                assign PCh1[i][j] = PCh1[i-1][j] & PCh1[i-1][j-(2**(i-2))];
            end
        end
    endgenerate
    generate
        for(i=1;i<=5;i=i+1)begin
            for(j=0;j<2**(i-1);j=j+1)begin
                assign Qh1[i][j] = Qh1[i-1][j];
            end
            for(j=2**(i-1);j<29;j=j+1)begin
                assign Qh1[i][j] = Qh1[i-1][j] | (PCh1[i][j] & Qh1[i-1][j-(2**(i-1))]);
            end
        end
    endgenerate
    assign hout1[27:0] = Qh1[5][27:0] ^ PCh1[0][28:1];
    generate
        for(i=0;i<20;i=i+1)begin
            PG PG0(
                .A    (A[i+8]),
                .B    (B[i+8]),
                .P    (PCl[0][i]),
                .G    (Ql[0][i])
            );
        end
    endgenerate
    assign PCl[1][19:0] = PCl[0][19:0];
    generate
        for(i=2;i<=5;i=i+1)begin
            for(j=0;j<2**(i-2);j=j+1)begin
                assign PCl[i][j] = PCl[i-1][j];
            end
            for(j=2**(i-2);j<20;j=j+1)begin
                assign PCl[i][j] = PCl[i-1][j] & PCl[i-1][j-(2**(i-2))];
            end
        end
    endgenerate
    generate
        for(i=1;i<=5;i=i+1)begin
            for(j=0;j<2**(i-1);j=j+1)begin
                assign Ql[i][j] = Ql[i-1][j];
            end
            for(j=2**(i-1);j<20;j=j+1)begin
                assign Ql[i][j] = Ql[i-1][j] | (PCl[i][j] & Ql[i-1][j-(2**(i-1))]);
            end
        end
    endgenerate
    assign lout[19:0] = {Ql[5][18:0] ^ PCl[0][19:1] , PCl[0][0]};
    assign cl         = Ql[5][19]&(~ct);
    assign hout = cl?hout1:hout0;
    assign out = {hout,lout};
endmodule
module MatissaWallaceTree28x28(input wire[13:0]  PP11,
                               input wire[20:7]  PP12,PP21,
                               input wire[27:14] PP13,PP22,PP31,
                               input wire[34:21] PP14,PP23,PP32,PP41,
                               input wire[41:28] PP24,PP33,PP42,
                               input wire[48:35] PP34,PP43,
                               input wire[55:42] PP44,
                               input wire[1:0]   op,
                               output wire[55:0] out);
    wire[55:8]  P0;
    wire[49:8]  P1;
    wire[43:16] P2;
    wire[49:16] P3;
    wire[50:17] P4;
    genvar i;
    assign out[6:0] = PP11[6:0];
    Compressor32 C320
    (
        .x1     (PP11[7]),
        .x2     (PP12[7]),
        .x3     (PP21[7]),
        .s      (out[7]),
        .c      (P1[8])
    );
    generate
        for(i=8;i<=13;i=i+1)begin
            Compressor32 C321
            (
                .x1     (PP11[i]),
                .x2     (PP12[i]),
                .x3     (PP21[i]),
                .s      (P0[i]),
                .c      (P1[i+1])
            );
        end
    endgenerate
    generate
        for(i=14;i<=20;i=i+1)begin
            Compressor53 C530
            (
                .x1     (PP13[i]),
                .x2     (PP12[i]),
                .x3     (PP21[i]),
                .x4     (PP22[i]),
                .x5     (PP31[i]),
                .s      (P0[i]),
                .c1     (P1[i+1]),
                .c2     (P2[i+2])
            );
        end
    endgenerate
    generate
        for(i=21;i<=27;i=i+1)begin
            Compressor73 C730
            (
                .x1     (PP13[i]),
                .x2     (PP14[i]),
                .x3     (PP23[i]),
                .x4     (PP22[i]),
                .x5     (PP31[i]),
                .x6     (PP32[i]),
                .x7     (PP41[i]),
                .s      (P0[i]),
                .c1     (P1[i+1]),
                .c2     (P2[i+2])
            );
        end
    endgenerate
    generate
        for(i=28;i<=34;i=i+1)begin
            Compressor73 C731
            (
                .x1     (PP14[i]),
                .x2     (PP23[i]),
                .x3     (PP24[i]),
                .x4     (PP33[i]),
                .x5     (PP32[i]),
                .x6     (PP41[i]),
                .x7     (PP42[i]),
                .s      (P0[i]),
                .c1     (P1[i+1]),
                .c2     (P2[i+2])
            );
        end
    endgenerate
    generate
        for(i=35;i<=41;i=i+1)begin
            Compressor53 C531
            (
                .x1     (PP24[i]),
                .x2     (PP33[i]),
                .x3     (PP34[i]),
                .x4     (PP43[i]),
                .x5     (PP42[i]),
                .s      (P0[i]),
                .c1     (P1[i+1]),
                .c2     (P2[i+2])
            );
        end
    endgenerate
    generate
        for(i=42;i<=48;i=i+1)begin
            Compressor32 C322
            (
                .x1     (PP34[i]),
                .x2     (PP43[i]),
                .x3     (PP44[i]),
                .s      (P0[i]),
                .c      (P1[i+1])
            );
        end
    endgenerate
    assign P0[55:49] = PP44[55:49];
    generate
        for(i=16;i<=43;i=i+1)begin
            Compressor32 C323
            (
                .x1     (P0[i]),
                .x2     (P1[i]),
                .x3     (P2[i]),
                .s      (P3[i]),
                .c      (P4[i+1])
            );
        end
    endgenerate
    generate
        for(i=44;i<=49;i=i+1)begin
            Compressor32 C323
            (
                .x1     (P0[i]),
                .x2     (P1[i]),
                .x3     (1'b0),
                .s      (P3[i]),
                .c      (P4[i+1])
            );
        end
    endgenerate
    wire ct;
    assign ct = (op == 2'b00) | (op == 2'b01);
    MatissaAdder48 madder(
        .A      ({P0[55:50],P3[49:16],P0[15:8]}),
        .B      ({5'b0,P4[50:17],1'b0,P1[15:8]}),
        .ct     (ct),
        .out    (out[55:8])
    );
endmodule
$ cat design/flow/run.sh
#!/bin/bash
# OpenROAD 26Q1-2900-gdf79404cd8, Yosys 0.63+post, stock flow scripts
make -C /OpenROAD-flow-scripts/flow DESIGN_CONFIG=/design/flow/config.mk WORK_HOME=/design/flow/orfs finish
==> impl_metrics.env <==
# flow metrics
export IMPL_vias_per_cell=4.92
export IMPL_instances_no_fill=2518
export IMPL_cp_common_cell="o21ai_0"
export IMPL_yosysSeqAreaShare_pct=0
export IMPL_timing_hold_violations_final=0
export IMPL_crit_start="PP13[26]"
export IMPL_ant_nets=0
export IMPL_fp_coreArea_um2=40100
export IMPL_drv_slew=0
export IMPL_postCtsSetupBuffers=0
export IMPL_power_density_nw_per_um2=76.5
export IMPL_ys_cells=1836
export IMPL_log_warning_count=159
export IMPL_seq_cell_count=0
export IMPL_ys_warnings_count=4
export IMPL_fin_crit_sh_pct=69.7
export IMPL_fin_total_pwr_mw=1.16
export IMPL_die_h_um=204
export IMPL_crit_chain="clkdlybuf4s50_1 > mux2_2 > o21ai_0 > o21ai_0 > a21oi_1 > nor2_1 > nor2_1 > inv_1 > ha_1 > o21ai_0 > ha_1 > inv_1 > fa_1 > nor2b_1 > o21ai_0 > a21boi_0 > o21ai_0 > o21ai_0 > a31oi_2 > o21ai_2 > a21oi_1 > o311ai_1 > clkdlybuf4s50_1"
export IMPL_grt_use_total_pct=14.6
export IMPL_place_hpwl_um=27400
export IMPL_fp_dieW_um=204
export IMPL_arrival_ps=9300
export IMPL_vias=12400
export IMPL_syn_to_final_growth_pct=23.3
export IMPL_cts_resized=0
export IMPL_critical_path_top_delay_family="AND-OR/OR-AND gates"
export IMPL_place_ws_ps=5590
export IMPL_cp_start_kind="input pin"
export IMPL_fmax_ghz=0.0767
export IMPL_gp_congestion=0.897
export IMPL_ioPinCount=282
export IMPL_cp_required_ps=14960
export IMPL_crit_type="input pin to output pin"
export IMPL_worst_slew_pin_slew_ps=566
export IMPL_drc=0
export IMPL_status="finished, final reports clean"
export IMPL_io_buffers=267
export IMPL_ys_types=67
export IMPL_worst_path_max_fanout=14
export IMPL_first_iter_violations=641
export IMPL_wl_per_cell_um=12.5
export IMPL_drive_above_1_share_pct=1.76
export IMPL_drt_pass1_iter_count=6
export IMPL_hold_depth=0
export IMPL_leakagePower_nw=6.83
export IMPL_die_area_um2=41800
export IMPL_overflow=0
export IMPL_antenna_found_initial=3
export IMPL_synth_cells=1836
export IMPL_setup_viol=0
export IMPL_rsz0062_at_grt="false"
export IMPL_critPathCapture="out[52]"
export IMPL_grt_pass1_wl_um=50900
export IMPL_seqCellArea_um2=0
export IMPL_clkbuf_count=0
export IMPL_relSlewSlack_pct=62.0
export IMPL_final_cell_area_um2=15200
export IMPL_grt_pass1_vias=10800
export IMPL_drv_cap=0
export IMPL_synth_chip_area_um2=12300
export IMPL_hp_class="input pin to output pin"
export IMPL_setup_tns_final_ps=0
export IMPL_endpoint_kind="output pin"
export IMPL_netlist_area_um2=12300
export IMPL_cpMaxStageDelayCell="clkdlybuf4s50_1"
export IMPL_grt_max_degree=18
export IMPL_min_period_ps=13040
export IMPL_nFillCells=4030
export IMPL_ir_drop_v=0.0000669
export IMPL_rows=73
export IMPL_fp_util_pct=30.7
export IMPL_cts_hold_buffers=0
export IMPL_slowest_delay_ps=800
export IMPL_drt_wl_total_um=31500
export IMPL_syn_area_per_cell_um2=6.70
export IMPL_placed_area_um2=15200
export IMPL_dp_cells=2516
export IMPL_cp_num_buf_inv=4
export IMPL_path_depth=23
export IMPL_setup_slack_ps=5660
-- layout by cell type (no fill, tap or decap), types with 8 or more instances in the layout --
cell type	count
a21oi_1	134
nand2_1	158
nand2b_1	8
a221oi_1	20
nor2_1	166
mux2i_1	46
a31oi_1	34
xor2_1	63
nor3_1	38
mux2_2	24
o21a_1	20
a211oi_1	30
or3_1	20
nand4_1	9
a2111oi_0	13
a21o_1	34
and3_1	10
nand3_1	14
ha_1	244
a22oi_1	9
o21ai_0	168
xnor2_1	144
o211ai_1	27
a32o_1	11
inv_1	211
clkdlybuf4s50_1	267
-- how the worst min path moves through the flow --
stage,start,end
5_1_grt,PP11[0],out[0]
6_report,PP11[0],out[0]
4_1_cts,PP11[0],out[0]
-- layer usage --
| layer | part of all wire [%] | vias to the layer above | global-route usage (%) |
|---|---|---|---|
| met4 | 0.90 | 2 | 1.36 |
| met3 | 4.0 | 14 | 1.30 |
| met1 | 51 | 5509 | 21.3 |
| li1 | - | 6643 | - |
| met2 | 45 | 208 | 24.1 |
| met5 | 0.041 | - | 0 |
-- metrics by stage --
stage | hold WS [ps] | util, %
CTS | 7480 | 37.8
detailed placement | 7480 | 37.8
finish | 7480 | 37.8
floorplan | 7510 | -
global placement | 7480 | 37.8
global route | 7480 | 37.8
-- report_power, final --
part	switching [mW]	internal (mW)	total (mW)
logic	0.558	0.601	1.16
clock network	0	0.0000000144	0.0000000144
registers	0	0	0
total	0.558	0.601	1.16
-- area by class of cell --
type                       count  area (um^2)  area share (%)
multi-input combinational   1513        11000            72.8
antenna                        2         5.00          0.0330
tap                          525          657            4.33
timing repair buffer         267         2670            17.6
inverter                     211          792            5.22
-- logic make-up after synthesis --
logic type | Yosys count | synth area share (%)
AOI/OAI and AO/OA | 540 | 27.6
xor gates and xnor gates | 209 | 15.1
adders and majority gates | 251 | 25.6
buffers and inverters | 323 | 10.2
muxes | 70 | 5.94
and+or+nand+nor | 443 | 15.6
-- cells in the mapped netlist, drive strengths merged, types with 10 or more instances --
| master | count | share of area (%) |
|---|---|---|
| xor2 | 63 | 4.5 |
| o21a | 20 | 1.2 |
| a221oi | 21 | 1.5 |
| a211oi | 31 | 1.9 |
| o211ai | 27 | 1.6 |
| nor2 | 166 | 5.1 |
| a32o | 11 | 0.90 |
| a21oi | 134 | 5.5 |
| mux2i | 46 | 3.7 |
| ha | 244 | 25 |
| xnor2 | 145 | 10 |
| or3 | 20 | 1.0 |
| buf | 23 | 1.1 |
| and3 | 10 | 0.51 |
| a31oi | 35 | 1.8 |
| nand3 | 14 | 0.57 |
| nand2 | 158 | 4.8 |
| mux2 | 24 | 2.2 |
| o21ai | 169 | 6.9 |
| clkbuf | 89 | 2.7 |
| a2111oi | 13 | 0.93 |
| a21o | 34 | 2.1 |
| inv | 211 | 6.4 |
| nor3 | 38 | 1.5 |

`flow/run.sh`:
```
#!/bin/bash
# OpenROAD 26Q1-2900-gdf79404cd8, Yosys 0.63+post, stock flow scripts
make -C /OpenROAD-flow-scripts/flow DESIGN_CONFIG=/design/flow/config.mk WORK_HOME=/design/flow/orfs finish
```
`flow/config.mk`:
```
export PLATFORM = sky130hd
export DESIGN_NAME = MatissaMultipleir28x28
export DESIGN_NICKNAME = MatissaMultipleir28x28
export VERILOG_FILES = /design/flow/design.v
export SDC_FILE = /design/flow/constraint.sdc
export NUM_CORES = 4
export LEC_CHECK = 1
export CORE_UTILIZATION = 30
export SYNTH_MEMORY_MAX_BITS = 65536
```
`flow/constraint.sdc`:
```
current_design MatissaMultipleir28x28

set clk_period 14.2
set clk_io_pct 0.2

create_clock -name clk0 -period $clk_period

set non_clock_inputs [all_inputs -no_clocks]
set_input_delay [expr $clk_period * $clk_io_pct] -clock clk0 $non_clock_inputs
set_output_delay [expr $clk_period * $clk_io_pct] -clock clk0 [all_outputs]
```
`flow/design.v`:
```
module KSA #(parameter wididx = 3) (input wire[2**wididx-1:0]  A,B,
                                    input wire                 Cin,
                                    output wire[2**wididx-1:0] Sum,
                                    output wire                Cout);
    wire[(wididx+1)*(2**wididx)-1:0] Q,PC;
    genvar i,j;
    generate
        for(i=0;i<2**wididx;i=i+1)begin
            PG PG0(
                .A    (A[i]),
                .B    (B[i]),
                .P    (PC[i]),
                .G    (Q[i])
            );
        end
    endgenerate
    assign PC[1*(2**wididx)+2**wididx-1:1*(2**wididx)] = PC[0*(2**wididx)+2**wididx-1:0];
    generate
        for(i=2;i<=wididx;i=i+1)begin
            for(j=0;j<2**(i-2);j=j+1)begin
                assign PC[i*(2**wididx)+j] = PC[(i-1)*(2**wididx)+j];
            end
            for(j=2**(i-2);j<2**wididx;j=j+1)begin
                assign PC[i*(2**wididx)+j] = PC[(i-1)*(2**wididx)+j] & PC[(i-1)*(2**wididx)+j-(2**(i-2))];
            end
        end
    endgenerate
    generate
        for(i=1;i<=wididx;i=i+1)begin
            for(j=0;j<2**(i-1);j=j+1)begin
                assign Q[i*(2**wididx)+j] = Q[(i-1)*(2**wididx)+j];
            end
            for(j=2**(i-1);j<2**wididx;j=j+1)begin
                assign Q[i*(2**wididx)+j] = Q[(i-1)*(2**wididx)+j] | (PC[i*(2**wididx)+j] & Q[(i-1)*(2**wididx)+j-(2**(i-1))]);
            end
        end
    endgenerate
    assign Sum[2**wididx-1:0] = {Q[wididx*(2**wididx)+2**wididx-2:wididx*(2**wididx)] ^ PC[2**wididx-1:1] , PC[0]};
    assign Cout = Q[wididx*(2**wididx)+2**wididx-1];
endmodule
module PG(input wire A,B,
          output wire P,G);
    assign P = A^B;
    assign G = A&B;
endmodule
module ModUnsignedRadix4BoothGen #(
    parameter width = 8
)
(
    input wire[2:0]       B,
    input wire[width-1:0] A,
    output reg[width:0]   gen,
    output reg            sign
);
    wire[width-1:0] negA;
    assign negA = ~A;
    always @(*) begin
        case(B)
            3'b000:  sign = 1'b0;
            3'b001:  sign = 1'b0;
            3'b010:  sign = 1'b0;
            3'b011:  sign = 1'b0;
            3'b100:  sign = 1'b1;
            3'b101:  sign = 1'b1;
            3'b110:  sign = 1'b1;
            3'b111:  sign = 1'b0;
            default: sign = 1'b0;
        endcase
    end
    always @(*) begin
        case(B)
            3'b000:  gen[width] = 1'b0;
            3'b001:  gen[width] = 1'b0;
            3'b010:  gen[width] = 1'b0;
            3'b011:  gen[width] = A[width-1];
            3'b100:  gen[width] = negA[width-1];
            3'b101:  gen[width] = 1'b1;
            3'b110:  gen[width] = 1'b1;
            3'b111:  gen[width] = 1'b0;
            default: gen[width] = 1'b0;
        endcase
    end
    always @(*) begin
        case(B)
            3'b000:  gen[width-1:0] = 0;
            3'b001:  gen[width-1:0] = A;
            3'b010:  gen[width-1:0] = A;
            3'b011:  gen[width-1:0] = {A[width-2:0],1'b0};
            3'b100:  gen[width-1:0] = {negA[width-2:0],1'b1};
            3'b101:  gen[width-1:0] = negA;
            3'b110:  gen[width-1:0] = negA;
            3'b111:  gen[width-1:0] = 0;
            default: gen[width-1:0] = 0;
        endcase
    end
endmodule
module Compressor32(input wire  x1,x2,x3,
                    output reg  s,c);
    always @(*) begin
        case({x1,x2,x3})
            3'b000:  {c,s} = 2'b00;
            3'b001:  {c,s} = 2'b01;
            3'b010:  {c,s} = 2'b01;
            3'b011:  {c,s} = 2'b10;
            3'b100:  {c,s} = 2'b01;
            3'b101:  {c,s} = 2'b10;
            3'b110:  {c,s} = 2'b10;
            3'b111:  {c,s} = 2'b11;
            default: {c,s} = 2'b00;
        endcase
    end
endmodule
module MatissaMultipleir28x28(
                            input wire[27:0]  A,B,
                            input wire[1:0]   op,
                            output wire[13:0]  PP11,
                            output wire[20:7]  PP12,PP21,
                            output wire[27:14] PP13,PP22,PP31,
                            output wire[34:21] PP14,PP23,PP32,PP41,
                            output wire[41:28] PP24,PP33,PP42,
                            output wire[48:35] PP34,PP43,
                            output wire[55:42] PP44
                              );
    wire[223:0]  p;
    genvar i,j;
    generate
        for(i=0;i<4;i=i+1)begin
            for(j=0;j<4;j=j+1)begin
                UnsignedMultiplier7x7 mu(
                    .A      (A[i*7+6:i*7]),
                    .B      (B[j*7+6:j*7]),
                    .out    (p[i*14*4+j*14+13:i*14*4+j*14])
                );
            end
        end
    endgenerate
    MatissaPPGate28x28 gu(
        .*
    );
endmodule
module MatissaPPGate28x28(input wire[223:0]  p,
                          input wire[1:0]    op,
                          output reg[13:0]   PP11,
                          output reg[20:7]   PP12,PP21,
                          output reg[27:14]  PP13,PP22,PP31,
                          output reg[34:21]  PP14,PP23,PP32,PP41,
                          output reg[41:28]  PP24,PP33,PP42,
                          output reg[48:35]  PP34,PP43,
                          output reg[55:42]  PP44);
    wire[13:0] pp[3:0][3:0];
    genvar i,j;
    generate
        for(i=0;i<4;i=i+1)begin
            for(j=0;j<4;j=j+1)begin
                assign pp[i][j][13:0] = p[i*14*4+j*14+13:i*14*4+j*14];
            end
        end
    endgenerate
    always @(*) begin
        case(op)
            2'b00:begin
                PP11 = pp[0][0];
                PP12 = 14'b0;
                PP13 = 14'b0;
                PP14 = 14'b0;
                PP21 = 14'b0;
                PP22 = pp[1][1];
                PP23 = 14'b0;
                PP24 = 14'b0;
                PP31 = 14'b0;
                PP32 = 14'b0;
                PP33 = pp[2][2];
                PP34 = 14'b0;
                PP41 = 14'b0;
                PP42 = 14'b0;
                PP43 = 14'b0;
                PP44 = pp[3][3];
            end
            2'b01:begin
                PP11 = pp[0][0];
                PP12 = pp[0][1];
                PP13 = 14'b0;
                PP14 = 14'b0;
                PP21 = pp[1][0];
                PP22 = pp[1][1];
                PP23 = 14'b0;
                PP24 = 14'b0;
                PP31 = 14'b0;
                PP32 = 14'b0;
                PP33 = pp[2][2];
                PP34 = pp[2][3];
                PP41 = 14'b0;
                PP42 = 14'b0;
                PP43 = pp[3][2];
                PP44 = pp[3][3];
            end
            2'b10:begin
                PP11 = pp[0][0];
                PP12 = pp[0][1];
                PP13 = pp[0][2];
                PP14 = pp[0][3];
                PP21 = pp[1][0];
                PP22 = pp[1][1];
                PP23 = pp[1][2];
                PP24 = pp[1][3];
                PP31 = pp[2][0];
                PP32 = pp[2][1];
                PP33 = pp[2][2];
                PP34 = pp[2][3];
                PP41 = pp[3][0];
                PP42 = pp[3][1];
                PP43 = pp[3][2];
                PP44 = pp[3][3];
            end
            default:begin
                PP11 = 14'b0;
                PP12 = 14'b0;
                PP13 = 14'b0;
                PP14 = 14'b0;
                PP21 = 14'b0;
                PP22 = 14'b0;
                PP23 = 14'b0;
                PP24 = 14'b0;
                PP31 = 14'b0;
                PP32 = 14'b0;
                PP33 = 14'b0;
                PP34 = 14'b0;
                PP41 = 14'b0;
                PP42 = 14'b0;
                PP43 = 14'b0;
                PP44 = 14'b0;
            end
        endcase
    end
endmodule
module SignextUnsigned7x7(input wire[31:0]  gen,
                          input wire[2:0]   sign,
                          output wire[10:0] pp00,
                          output wire[11:0] pp01,pp02,
                          output wire[9:0]  pp03);
    wire[2:0] ns;
    assign ns = ~sign;
    assign pp00 = {ns[0],sign[0],sign[0],gen[7:0]};
    assign pp01 = {1'b1,ns[1],gen[15:8],1'b0,sign[0]};
    assign pp02 = {1'b1,ns[2],gen[23:16],1'b0,sign[1]};
    assign pp03 = {gen[31:24],1'b0,sign[2]};
endmodule
module UnsignedMultiplier7x7(input wire[6:0]   A,B,
                             output wire[13:0] out);
    wire[31:0]  gen;
    wire[2:0]   sign;
    wire[10:0] pp00;
    wire[11:0] pp01,pp02;
    wire[9:0]  pp03;
    wire[13:0] pp0,pp1;
    wire[15:0] tout;
    ModUnsignedRadix4BoothGen 
    #(
        .width(7)
    ) MR4BG0
    (
        .B      ({B[1:0],1'b0}),
        .A      (A),
        .gen    (gen[7:0]),
        .sign   (sign[0])
    );
    ModUnsignedRadix4BoothGen 
    #(
        .width(7)
    ) MR4BG1
    (
        .B      (B[3:1]),
        .A      (A),
        .gen    (gen[15:8]),
        .sign   (sign[1])
    );
    ModUnsignedRadix4BoothGen 
    #(
        .width(7)
    ) MR4BG2
    (
        .B      (B[5:3]),
        .A      (A),
        .gen    (gen[23:16]),
        .sign   (sign[2])
    );
    ModUnsignedRadix4BoothGen 
    #(
        .width(7)
    ) MR4BG3
    (
        .B      ({1'b0,B[6:5]}),
        .A      (A),
        .gen    (gen[31:24]),
        .sign   ()
    );
    SignextUnsigned7x7 singext
    (
        .*
    );
    WallaceTreeUnsigned7x7 wtree
    (
        .*
    );
    KSA 
    #(
        .wididx(4)
    ) adder
    (
        .A      ({2'b00,pp0}),
        .B      ({2'b00,pp1}),
        .Cin    (1'b0),
        .Sum    (tout),
        .Cout   ()
    );
    assign out = tout[13:0];
endmodule
module WallaceTreeUnsigned7x7(input wire[10:0]  pp00,
                              input wire[11:0]  pp01,pp02,
                              input wire[9:0]   pp03,
                              output wire[13:0] pp0,pp1);
    wire[13:0] pp10;
    wire[12:0] pp11;
    wire[13:0] pp20,pp21;
    genvar i;
    assign pp10[1:0] = pp00[1:0];
    assign pp11[1:0] = pp01[1:0];
    assign pp11[2]   = 1'b0;
    assign pp10[13:12]  = pp02[11:10];
    generate
        for(i=2;i<=10;i=i+1)begin
            Compressor32 cp0
            (
                .x1     (pp00[i]),
                .x2     (pp01[i]),
                .x3     (pp02[i-2]),
                .s      (pp10[i]),
                .c      (pp11[i+1])
            );
        end
    endgenerate
    Compressor32 cp01
    (
        .x1     (1'b0),
        .x2     (pp01[11]),
        .x3     (pp02[9]),
        .s      (pp10[11]),
        .c      (pp11[12])
    );
    assign pp20[3:0] = pp10[3:0];
    assign pp21[3:0] = pp11[3:0];
    assign pp21[4]   = 1'b0;
    generate
        for(i=4;i<=12;i=i+1)begin
            Compressor32 cp1
            (
                .x1     (pp10[i]),
                .x2     (pp11[i]),
                .x3     (pp03[i-4]),
                .s      (pp20[i]),
                .c      (pp21[i+1])
            );
        end
    endgenerate
    Compressor32 cp11
    (
        .x1     (pp10[13]),
        .x2     (1'b0),
        .x3     (pp03[9]),
        .s      (pp20[13]),
        .c      ()
    );
    assign pp0 = pp20;
    assign pp1 = pp21;
endmodule
```
==> Changelog: implementation <==
## Implementation

- DR WL/cell: 17.83 um
- Finish-stage setup viols: 0
- Count of distinct cell types in the synthesized netlist: 96
- Die Y-Extent: 349.5 um
- Global-route wire length before repair: 192.8 mm
- Count of filler cells inserted in the layout: 12640
- Chip area: 122100 um^2
- Utilization after layout: 33.50%
- Violation count after the first detailed-route iteration: 3038
- Peak fanout along the critical path: 36
- Met2 Wirelength: 56.46 mm
- Overall die width: 349.5 um
- Data arrival time at the worst-slack endpoint: 8.50 ns
- Count of warnings emitted by yosys: 3
- Log Warnings: 197
- Mapped cell area: 36220 um^2
- Fraction of power spent switching nets: 53.27%
- Crit share post-route: 79.86%
- Max VDD drop: 0.08850 mV
- Transition time of the tightest slew-check pin: 0.8584 ns
- Crit path cell chain: buf_2 > buf_4 > nor2b_1 > nand2_1 > buf_4 > o221ai_1 > inv_1 > ha_1 > nor2_1 > a211oi_1 > o21ai_0 > o311ai_0 > xor2_1 > ha_1 > a21o_1 > a21o_1 > a21oi_1 > o21ba_2 > o41ai_1 > a31oi_1 > xor2_1 > nor2_1 > clkdlybuf4s50_1
- Total core area: 119800 um^2
- Min Clock Period, post-route: 11.34 ns
- Setup repair after global routing missed its margin: false
- Type of the most critical hold path: in -> out
- Overall routing resource usage: 20.14%
- Run status: finished, final reports clean
- Residual DRC: 0
- Relative slew slack: 42.05%
- Drt pass-1 iters: 5
- Max-Cap Viols: 0
- Initial core utilization: 30.23%
- Sequential-to-total area share from yosys stat: 0%
- Placed instance count: 7086
- Vias in the first global route: 32930
- Kind of start point of the critical path: input pin
- Number of top-level pins: 282
- Mean instance size in the synthesized netlist: 6.596 um^2
- Peak per-stage delay on the critical path: 0.48 ns
- Seq. cell area: 0 um^2
- Cells after synthesis: 5491
- Post-CTS resize count: 0
- Wire length after detailed routing: 126.4 mm
- Detail-routed via count per cell: 5.277
- Chip area estimate from yosys synthesis: 36220 um^2
- Top cells by area: ha_1, xnor2_1, o21ai_0
- Final cell count without fillers: 7092
- Most common cell in the synthesized netlist: ha_1
- Antenna Nets Post-Route: 0
- Number of slew-limit violations in the final report: 0
- Yosys stat cell total: 5491
- Cell with the largest stage delay on the worst path: buf_4
- Data required time at the worst endpoint: 11.36 ns
- Routability cong.: 0.9174
- Net Switching: 1.925 mW
- Area leader, netlist: ha_1
- Largest type area fraction: 25.22%
- # port buffers: 282
- Final HPWL DP: 95.20 mm
- Hold bufs inserted after CTS: 0
- List of most frequent post-synthesis cells: ha_1, nand2_1, inv_1
- Routed wl met3: 7.438 mm
- Proportion of layout cells with a drive suffix above 1: 5.736%
- Count of clock buffers in the final design: 0
- Final worst-path setup slack: 2.860 ns
- Antenna violations before repair: 10
- Overflow left after global routing: 0
- Number of flip-flops and latches: 0
- Total count of hold-check failures in the final report: 0
- Internal power component: 1.688 mW
- Total via count in the routed design: 37430
- Final setup TNS: 0 ns
- Highest achievable clock rate: 0.08818 GHz
- Kind of critical path: in -> out
- Critical Path Sink Type: output port
- Pin count of the biggest net entering global routing: 77
- Area growth from synthesis to final layout: 10.80%
- Number of post-CTS setup repair buffers: 0
- Power Dens Cells: 90.03 nW/um^2
- Top layer reached by signal wires: met5
- Met1 layer wirelength in the final routing: 60.87 mm
- Setup slack at placement: 2.963 ns
- Leakage power total: 18.09 nW
- Cell row count: 127
power by group through the flow:
stage / clock network, mW / logic, mW / registers (mW)
CTS: 0 / 3.63 / 0
global route: 0.00000000942 / 4.06 / 0
final cells by class:
class / count / area [um^2] / share of cell area (%)
Timing Repair Buffer: 405 / 3536 / 8.810
Inverter: 598 / 2247 / 5.599
Antenna cell: 6 / 15.01 / 0.03741
Multi-Input combinational cell: 4471 / 32320 / 80.53
Tap cell: 1612 / 2017 / 5.026
per-stage QoR:
step	power [mW]	area, um^2	hold WS, ns
6_report	3.613	40130	6.597
5_1_grt	4.059	40120	6.635
4_1_cts	3.630	40120	6.601
3_5_place_dp	3.598	40120	6.579
3_3_place_gp	3.587	40120	6.600
2_1_floorplan	2.450	36220	5.849
worst paths after layout:
kind | start | end | cells past startpoint
setup / recovery | B[17] | PP33[40] | 23
hold / removal | B[22] | PP44[42] | 4
layer usage:
| metal | track usage, % | vias up |
|---|---|---|
| met3 | 1.144 | 99 |
| met2 | 32.54 | 1158 |
| met5 | 0 | - |
| li1 | - | 19010 |
| met1 | 30.04 | 17150 |
| met4 | 2.623 | 10 |
worst max-delay path, delay by kind of cell:
kind,cells,cell delay (ns)
xor gates and xnor gates,2,0.31
adders and majority gates,2,0.69
and+or+nand+nor,4,0.98
buffers and inverters,5,1.69
AOI/OAI and AO/OA,10,1.95
cell usage in the layout, fill, tap and decap left out, types with 81 or more instances in the layout:
cell             instances
ha_1                   728
nor2_1                 366
nand2_1                627
buf_4                  127
clkdlybuf4s50_1        238
a21oi_1                424
xnor2_1                353
nor2b_1                 81
inv_1                  590
xor2_1                 167
a21o_1                  84
a22o_1                  85
o221ai_1                98
o21ai_0                476
logic make-up (layout without fill, tap and decap cells):
group,count (synthesis),count (layout),synth area share (%)
other cells,0,6,0
simple gates,1449,1449,18.33
mux,93,93,2.674
compound gates,1664,1664,29.71
fa+ha+maj,730,730,25.22
xor+xnor,535,535,13.19
buf+inv,1020,1003,10.88
No activity file was given, so power comes from the tool's default toggle rates.
